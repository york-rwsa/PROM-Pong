[flow/run.sh]
#!/bin/bash
# OpenROAD 26Q1-2900-gdf79404cd8, Yosys 0.63+post, stock flow scripts
make -C /OpenROAD-flow-scripts/flow DESIGN_CONFIG=/design/flow/config.mk WORK_HOME=/design/flow/orfs finish
[flow/config.mk]
export PLATFORM = sky130hd
export DESIGN_NAME = PROM_TopLevel
export DESIGN_NICKNAME = PROM_TopLevel
export VERILOG_FILES = /design/flow/design.v
export SDC_FILE = /design/flow/constraint.sdc
export NUM_CORES = 4
export LEC_CHECK = 1
export CORE_UTILIZATION = 50
[flow/constraint.sdc]
current_design PROM_TopLevel

set clk_period 3.0
set clk_io_pct 0.2

create_clock -name clk0 -period $clk_period [get_ports {CLK}]

set non_clock_inputs [all_inputs -no_clocks]
set_input_delay [expr $clk_period * $clk_io_pct] -clock clk0 $non_clock_inputs
set_output_delay [expr $clk_period * $clk_io_pct] -clock clk0 [all_outputs]
[flow/design.v]
`timescale 1ns / 1ps
`timescale 1ns / 1ps
`timescale 100ps / 10ps
module DAC(
    input [7:0] DACin,
    input CLK,
    input Reset,
    output reg DACout
    );
reg [7 + 2:0] DeltaAdder;
reg [7 + 2:0] SigmaAdder;
reg [7 + 2:0] SigmaLatch;
reg [7 + 2:0] DeltaB;
always @(SigmaLatch) DeltaB = { SigmaLatch[7 + 2], SigmaLatch[7 + 2] } << (7 + 1);
always @(DACin or DeltaB) DeltaAdder = DACin + DeltaB;
always @(DeltaAdder or SigmaLatch) SigmaAdder = DeltaAdder + SigmaLatch;
always @(posedge CLK or posedge Reset)
begin
	if (Reset)
	begin
		SigmaLatch <= #1 1'b1 << (7 + 1);
		DACout <= #1 1'b0;
	end
	else
	begin
		SigmaLatch <= #1 SigmaAdder;
		DACout <= #1 SigmaLatch[7 + 2];
	end
end
endmodule
module ADC(
    output reg [7 - 1:0] ADCout,
    output DACout,
	 output reg ADCsampled,
    input Reset,
    input CLK,
	 input gtRef
    );
reg [7:0] Reference;
reg [7:0] Mask;
reg [7:0] DACcounter;
reg DACsampled;
reg Shift;
always @ (posedge CLK or posedge Reset)
begin
	if (Reset)	DACcounter <= #1 0;
	else 			DACcounter <= #1 DACcounter + 1;
end
always @ (posedge CLK or posedge Reset)
begin
	if (Reset)	DACsampled <= #1 0;
	else 			DACsampled <= #1 (DACcounter == 0);
end
always @ (posedge CLK or posedge Reset)
begin
	if (Reset)	Shift <= #1 0;
	else 			Shift <= #1 DACsampled;
end
always @ (posedge CLK or posedge Reset)
begin
	if (Reset)	ADCsampled <= #1 0;
	else 			ADCsampled <= #1 (DACcounter & Mask[0]);
end
always @ (posedge CLK or posedge Reset)
begin
	if (Reset)	Mask <= #1 0;
	else
	if (Shift)
	begin
		if (Mask[1] | ~(|Mask)) Mask <= #1 1;
		else Mask <= #1 { Mask[0], Mask[7:1] };  
	end
end
always @ (posedge CLK or posedge Reset)
begin
	if (Reset) Reference <= #1 0;
	else if (Shift)
		Reference <= #1 	{ Mask[0], Mask[7:1] } | (
									Reference &
									~{ (7 + 1) { Mask[0] } } &
									~(Mask & ~{ (7 + 1) { gtRef } })
								);
end
always @ (posedge CLK or posedge Reset)
begin
	if (Reset)	ADCout <= #1 0;
	else if (ADCsampled) ADCout <= #1 Reference[7:1];
end
DAC dacObj (
	.DACout (DACout),
	.DACin (Reference),
	.CLK (CLK),
	.Reset (Reset)
);
endmodule
`timescale 1ns / 1ps
module SevenSeg (
    input [3:0] bcd,
    output reg [6:0] out
    );
always @(bcd)
begin
	case (bcd)
		0 : out = 7'b1111110;
		1 : out = 7'b0110000;
		2 : out = 7'b1101101;
		3 : out = 7'b1111001;
		4 : out = 7'b0110011;
		5 : out = 7'b1011011;
		6 : out = 7'b1011111;
		7 : out = 7'b1110000;
		8 : out = 7'b1111111;
		9 : out = 7'b1111011;
		default : out = 7'b0000000;
	endcase
end
endmodule
module PROM_TopLevel(
    output [7 - 1:0] ADCout,
    output DACout,
    input gtRef,
    input CLK,
    input Reset,
	 input [3:0] bcd,
	 output [6:0] segOut
    );
ADC adcObj (
	.ADCout (ADCout),
	.DACout (DACout),
	.gtRef (gtRef),
	.CLK (CLK),
	.Reset (Reset)
	);
SevenSeg seg (
	.bcd (bcd),
	.out (segOut)
	);
endmodule
==> out/results.ini <==
[clocking]
clk_path_buf_depth = 2
h-tree-depth = 2
clock_sinks = 45
ctsHoldBuffers = 0
cts_buffers = 5
cts_repair_resize_count = 0
post-cts-setup-buffer-count = 0
tritoncts = done
root_buffer = clkbuf_8
clk_pin_slew_ns = 0.09
clock_latency_ns = 0.30

[power_and_ir_drop]
powerDensity_mw_per_mm2 = 412
irDropWorstVdd_mv = 0.330
power_leakage_nw = 1.14
totalPowerFinal_mw = 1.03

[critical_path]
crit_type = input port to output pin
cp.required_ns = 2.40
crit_chain = clkdlybuf4s50_1, inv_1, ha_1, nor2b_1, o22ai_1, clkdlybuf4s50_1
path_common_cell = clkdlybuf4s50_1
cp_top_family = buffers and inverters
slowest_delay_ns = 0.50
critPathMaxFanout = 4
critPathCaptureType = output pin
slowest_stage = clkdlybuf4s50_1
path_buffers = 3
start_kind = input port
arrival_ns = 2.17

[logic_synthesis]
edf_count = 0
synthMuxAreaShare_pct = 4.12
topCellsByArea = dfrtp_1, ha_1, xnor2_1
synth_flops = 45
synth-xor-area-share_pct = 5.69
post_synth.cell_area_avg_um2 = 11.1
ys_sh_adder_pct = 10.8
synthArstFlopShare_pct = 100
yosys.area.top_type = dfrtp_1
simple_gate_area_share_pct = 10.7
compound_area_share_pct = 12.3
synth_cell_type_count = 34
ys.flop_type = dfrtp_1
ys_cells = 194
synth_area_mm2 = 0.00216
top_cell_area_share_pct = 51.1
yosysWarnings = 3
logic_family = AND-OR/OR-AND gates
synthCells = 194
ys_chip_area_mm2 = 0.00216
postSynthSeqShare_pct = 52.3

[sta]
setup_viol = 0
fin_skew_ns = 0.0104
hold_viol_final = 0
rsz0062_at_grt = false
finalSetupTns_ns = 0
min_period_ns = 2.77
fmax_mhz = 360
relSlewSlack_pct = 50.3
worst_pin_slew_ns = 0.746
period_used_pct = 92.5
maxSlewViolCount = 0

[routing]
ant_nets = 0
via_per_inst = 5.29
wl_per_cell_um = 12.9
n_antenna_cell = 0
drc_errors = 0
drtIter0Drc = 52
drt_first_pass_iters = 4
wirelength_um = 3470
vias = 1417

[placed_design]
hpwl_um = 2480
gp_congestion = 0.801
portBuffers = 21
placed_area_mm2 = 0.00241

[global_route]
antenna_found_initial = 0
overflow = 0
grt_util_all_layers_pct = 18.0
grt_max_degree = 46
first_global_vias = 1361
grt_pass1_wl_um = 6040

[job]
drv_cap = 0
tool_warnings = 32

[die]
fp-utilization_pct = 53.1
die_w_um = 67.7
rows = 23
ios = 22
core-area_mm2 = 0.00406
die_y_um = 67.7
die_area_mm2 = 0.00458

[final_layout]
design_area_mm2 = 0.00250
area_growth_syn_to_layout_pct = 16.2
final_layout_size_suffix_gt1_share_pct = 9.17

[min_path]
hp-class = register to register

[run_status]
status = finished clean

stage by stage:
step                      setup WS, ns  hold slack [ns]  utilization (%)  std cells
after floorplan                   1.25            0.331                -        194
after global placement           0.258            0.335             59.5        260
after detailed placement         0.216            0.338             59.5        260
after CTS                        0.213            0.344             61.7        268
after global routing             0.126            0.349             61.7        268
final                            0.225            0.342             61.7        268
cell families after synthesis:
logic type / after synthesis
simple gates: 43
fa+ha+maj: 18
mux: 8
compound gates: 43
xor+xnor: 14
buf+inv: 23
flops: 45
Yosys cell counts (4+ instances only):
cell type	count
dfrtp_1	44
o21ai_0	18
ha_1	17
inv_1	16
nand2_1	11
xnor2_1	11
mux2_2	7
nor2_1	7
a21oi_1	6
nand3b_1	6
a22o_1	5
clkbuf_1	5
nand3_1	5
a21o_1	4
o22ai_1	4
final timing paths:
kind	startpoint	end	slack, ns	depth (start not counted)
max	bcd[0]	segOut[4]	0.23	6
min	adcObj.DACsampled$_DFF_PP0_	adcObj.Shift$_DFF_PP0_	0.34	0
max reg2reg	adcObj.Reference[0]$_DFFE_PP0P_	adcObj.dacObj.SigmaLatch[8]$_DFF_PP1_	1.07	7
min reg2reg	adcObj.DACsampled$_DFF_PP0_	adcObj.Shift$_DFF_PP0_	0.34	0
max in group asynchronous	Reset	adcObj.Reference[1]$_DFFE_PP0P_	1.90	3
min in group asynchronous	Reset	adcObj.dacObj.DACout$_DFF_PP0_	0.73	3
layout by cell type (no fill, tap or decap), drive strengths merged, types with 2 or more instances in the layout:
cell,n
nor2b,2
a31oi,2
nand3,5
clkbuf,5
inv,17
clkdlybuf4s50,21
o21ai,18
a22o,5
a21o,4
ha,17
dfrtp,44
and3,2
nor4,2
xor2,3
nor2,7
buf,2
xnor2,11
a21oi,7
o22ai,4
mux2,7
nand2b,2
and2,2
nand3b,6
nand2,11
nand4,2
layer usage:
metal | routed length, um | global-route usage [%] | vias up
li1 | - | - | 720
met1 | 1750 | 27.9 | 670
met2 | 1580 | 28.0 | 22
met3 | 95 | 3.42 | 5
met4 | 39 | 2.66 | 0
met5 | 0 | 0 | -
area by class of cell:
class                   instances  area (um^2)
flip-flops and latches         45         1130
multi-input cells             126          940
inverters                      16         60.1
clock inverters                 3         21.3
well taps                      50         62.6
fillers                       314         1550
clock buffers                   5         68.8
repair buffers                 23          225
power breakdown:
part,leakage (nW),switching (mW),internal (mW)
logic,0.537,0.0276,0.0300
clock network,0.0445,0.204,0.165
registers,0.554,0,0.606
registers in the layout, indices dropped and copies added (netlist names), 7 cells and up:
signal / flops
adcObj.dacObj.SigmaLatch: 10
adcObj.Reference: 8
adcObj.DACcounter: 8
adcObj.Mask: 8
adcObj.ADCout: 7
Power is estimated from default activity; no workload was simulated.
